--- design.v ---
package cpu_6502_ISA_pkg;
    typedef enum logic [3:0]
    {
        IMPLIED,
        ACCUMULATOR,
        IMMEDIATE,
        ABSOLUTE,
        ABSOLUTE_X,
        ABSOLUTE_Y,
        ZERO_PAGE,
        ZERO_PAGE_X,
        ZERO_PAGE_Y,
        INDIRECT_X,  
        INDIRECT_Y,  
        ABSOLUTE_INDIRECT,  
        RELATIVE
    } addressing_mode_t;
    typedef enum logic [2:0]
    {
        A_REG,
        X_REG,
        Y_REG,
        SP_REG,
        P_REG
    } reg_id_t;
    typedef enum logic [2:0]
    {
        FETCH,
        EX_FOP1,  
        FOP2,     
        EX_ABS,
        EX_IND
    } ctrl_state_t;
    typedef enum logic
    {
        PC_FETCH_ADDRESS,
        ALU_ADDRESS
    } ctrl_mux_mem_addr_t;
    typedef enum logic [1:0]
    {
        IMMEDIATE_SRC,
        RES_FROM_ALU_SRC, 
        DATA_FROM_MEMORY_SRC
    } ctrl_mux_A_t;
    typedef enum logic
    {
        REGISTER_SRC,
        ZERO_SRC
    } ctrl_mux_B_t;
    typedef enum logic
    {
        FROM_DECODER,
        FROM_CTRL
    } ctrl_mux_dec_ctrl_t;
    typedef enum logic [3:0]
    {
        ALU_NOP,
        ALU_BYPASS_A,
        ALU_BYPASS_B,
        ALU_ADD,
        ALU_ADD_ZEROPAGE,
        ALU_SUB,
        ALU_AND,
        ALU_OR,
        ALU_XOR,
        ALU_CMP
    } alu_op_t;
    parameter logic [8-1:0] BREAK = 8'h00;
    parameter logic [8-1:0] RTI = 8'h40;
    parameter logic [8-1:0] RTS = 8'h60;
    parameter logic [8-1:0] PHP = 8'h08;
    parameter logic [8-1:0] CLC = 8'h18;
    parameter logic [8-1:0] PLP = 8'h28;
    parameter logic [8-1:0] SEC = 8'h38;
    parameter logic [8-1:0] PHA = 8'h48;
    parameter logic [8-1:0] CLI = 8'h58;
    parameter logic [8-1:0] PLA = 8'h68;
    parameter logic [8-1:0] SEI = 8'h78;
    parameter logic [8-1:0] DEY = 8'h88;
    parameter logic [8-1:0] TYA = 8'h98;
    parameter logic [8-1:0] TAY = 8'hA8;
    parameter logic [8-1:0] CLV = 8'hB8;
    parameter logic [8-1:0] INY = 8'hC8;
    parameter logic [8-1:0] CLD = 8'hD8;
    parameter logic [8-1:0] INX = 8'hE8;
    parameter logic [8-1:0] SED = 8'hF8;
    parameter logic [8-1:0] TXA = 8'h8A;
    parameter logic [8-1:0] TXS = 8'h9A;
    parameter logic [8-1:0] TAX = 8'hAA;
    parameter logic [8-1:0] TSX = 8'hBA;
    parameter logic [8-1:0] DEX = 8'hCA;
    parameter logic [8-1:0] NOP = 8'hEA;
    parameter logic [2:0] ORA = 3'b000;
    parameter logic [2:0] AND = 3'b001;
    parameter logic [2:0] EOR = 3'b010;
    parameter logic [2:0] ADC = 3'b011;
    parameter logic [2:0] STA = 3'b100;
    parameter logic [2:0] LDA = 3'b101;
    parameter logic [2:0] CMP = 3'b110;
    parameter logic [2:0] SBC = 3'b111;
    parameter logic [2:0] G1_IND1_X     = 3'b000;
    parameter logic [2:0] G1_ZPG        = 3'b001;
    parameter logic [2:0] G1_IMM        = 3'b010;
    parameter logic [2:0] G1_ABS        = 3'b011;
    parameter logic [2:0] G1_IND2_Y     = 3'b100;
    parameter logic [2:0] G1_ZPG_X      = 3'b101;
    parameter logic [2:0] G1_ABS_Y      = 3'b110;
    parameter logic [2:0] G1_ABS_X      = 3'b111;
    parameter logic [2:0] ASL = 3'b000;
    parameter logic [2:0] ROL = 3'b001;
    parameter logic [2:0] LSR = 3'b010;
    parameter logic [2:0] ROR = 3'b011;
    parameter logic [2:0] STX = 3'b100;
    parameter logic [2:0] LDX = 3'b101;
    parameter logic [2:0] DEC = 3'b110;
    parameter logic [2:0] INC = 3'b111;
    parameter logic [2:0] G2_IMM     = 3'b000;
    parameter logic [2:0] G2_ZPG     = 3'b001;
    parameter logic [2:0] G2_ACC     = 3'b010;
    parameter logic [2:0] G2_ABS     = 3'b011;
    parameter logic [2:0] G2_ZPG_X   = 3'b101;
    parameter logic [2:0] G2_ABS_X   = 3'b111;
    parameter logic [2:0] BIT       = 3'b001;
    parameter logic [2:0] JMP       = 3'b010;
    parameter logic [2:0] JMP_ABS   = 3'b011;
    parameter logic [2:0] STY       = 3'b100;
    parameter logic [2:0] LDY       = 3'b101;
    parameter logic [2:0] CPY       = 3'b110;
    parameter logic [2:0] CPX       = 3'b111;
    parameter logic [2:0] G3_IMM   = 3'b000;
    parameter logic [2:0] G3_ZPG   = 3'b001;
    parameter logic [2:0] G3_ABS   = 3'b011;
    parameter logic [2:0] G3_ZPG_X = 3'b101;
    parameter logic [2:0] G3_ABS_X = 3'b111;
    parameter logic [1:0] G1_CC = 2'b01;
    parameter logic [8-1:0] ORA_IMM =           {ORA, G1_IMM, G1_CC};
    parameter logic [8-1:0] ORA_ZPG =           {ORA, G1_ZPG, G1_CC};
    parameter logic [8-1:0] ORA_ZPG_X =         {ORA, G1_ZPG_X, G1_CC};
    parameter logic [8-1:0] ORA_ABS =           {ORA, G1_ABS, G1_CC};
    parameter logic [8-1:0] ORA_ABS_X =         {ORA, G1_ABS_X, G1_CC};
    parameter logic [8-1:0] ORA_ABS_Y =         {ORA, G1_ABS_Y, G1_CC};
    parameter logic [8-1:0] ORA_INDIRECT_X =    {ORA, G1_IND1_X, G1_CC};
    parameter logic [8-1:0] ORA_INDIRECT_Y =    {ORA, G1_IND2_Y, G1_CC};
endpackage : cpu_6502_ISA_pkg
package nes_cpu_pkg;
    import cpu_6502_ISA_pkg::*;
    parameter int MEM_ADDR_SIZE = 16;  
    parameter int BOOT_ADDR = 0;       
    parameter int MAX_INSTR_SIZE = 3;  
    parameter int REG_SIZE = 8;
    typedef enum logic 
    {
        FETCH_OPCODE,
        FETCH_VALID
    } fetch_state_t;
endpackage : nes_cpu_pkg
import nes_cpu_pkg::*;
module pc_t
#(parameter INCREMENT=1)
(
    input logic clk_i,
    input logic rstn_i,
    input block_pc_i,
    input logic taken_branch_i,
    input logic [MEM_ADDR_SIZE-1:0] new_pc_i,
    output logic [MEM_ADDR_SIZE-1:0] pc_o
);
    always_ff @(posedge clk_i, negedge rstn_i) begin
        if (rstn_i == 0) begin
            pc_o <= BOOT_ADDR;
        end
        else if (!block_pc_i) begin
            if (taken_branch_i) begin
                pc_o <= new_pc_i;
            end
            else begin
                pc_o <= pc_o + INCREMENT;
            end
        end
        else begin
            pc_o <= pc_o;
        end
    end
endmodule : pc_t
--- run.sh ---
#!/bin/bash
# OpenROAD 26Q1-2900-gdf79404cd8, Yosys 0.63+post, stock flow scripts
make -C /OpenROAD-flow-scripts/flow DESIGN_CONFIG=/design/flow/config.mk WORK_HOME=/design/flow/orfs finish
--- config.mk ---
export PLATFORM = sky130hd
export DESIGN_NAME = pc_t
export DESIGN_NICKNAME = pc_t
export VERILOG_FILES = /design/flow/design.v
export SDC_FILE = /design/flow/constraint.sdc
export NUM_CORES = 4
export LEC_CHECK = 1
export CORE_AREA = 10 10 91 91
export DIE_AREA = 0 0 101 101
export SYNTH_HDL_FRONTEND = slang
--- constraint.sdc ---
current_design pc_t

set clk_period 3.9
set clk_io_pct 0.2

create_clock -name clk0 -period $clk_period [get_ports {clk_i}]

set non_clock_inputs [all_inputs -no_clocks]
set_input_delay [expr $clk_period * $clk_io_pct] -clock clk0 $non_clock_inputs
set_output_delay [expr $clk_period * $clk_io_pct] -clock clk0 [all_outputs]
==> results.json <==
{
  "crit_fanout": 19,
  "dr.pass1.iters": 4,
  "intPower_mw": 0.368,
  "grt_max_degree": 22,
  "io_pins": 36,
  "postCtsSetupRepairBufs": 0,
  "end_kind": "flip-flop",
  "hp-class": "reg -> reg",
  "yosysWarnings": 0,
  "syn_area_um2": 987,
  "drt_iter0_drc": 69,
  "cp.required_ns": 4.08,
  "switchingPower_mw": 0.151,
  "finalClockSkew_ns": 0.00112,
  "tightest_slew_ns": 0.716,
  "async_flop_share": 1.00,
  "comb_area_um2": 552,
  "die_w_um": 101,
  "core_mm2": 0.00635,
  "drv_cap": 0,
  "cts_tree": "done",
  "drive_gt1_frac": 0.0743,
  "power_density_mw_per_mm2": 354,
  "ant_nets": 0,
  "seqPwrFrac": 0.447,
  "edf_count": 0,
  "wire_per_inst_um": 13.9,
  "yosys_area_um2": 987,
  "leakage_nw": 0.510,
  "top_regs": "pc_o (16)",
  "area_growth_pct": 48.4,
  "gp_congestion": 0.818,
  "start_kind": "primary input",
  "ys_cells": 115,
  "chipArea_mm2": 0.0102,
  "rows": 29,
  "whs_path_depth": 1,
  "comb_power_share": 0.269,
  "crit_chain": "clkdlybuf4s50_1 > clkinv_1 > nor2_1 > a22oi_1 > nand3_1",
  "htreeDepth": 1,
  "stdcell_area_mm2": 0.00147,
  "relSlewSlack": 0.521,
  "clk_pin_slew_ns": 0.06,
  "largest_reg_flops": 16,
  "slowest_stage": "clkdlybuf4s50_1",
  "sw_frac_of_total": 0.290,
  "grt_pass1_wl_um": 5040,
  "final.min_clock_period_ns": 2.73,
  "setup_violations": 0,
  "grt_antenna_before_repair": 0,
  "fmax_mhz": 366,
  "vias": 1004,
  "ys_seq_share": 0.406,
  "routed_wl_um": 3120,
  "clockPowerShare": 0.284,
  "slowest_delay_ns": 0.87,
  "design_power_total_mw": 0.519,
  "root_buffer": "clkbuf_8",
  "n_antenna_cell": 0,
  "rsz0062_at_grt": "false",
  "synth_cell_types": 36,
  "worstPathArrival_ns": 2.91,
  "fill_cells": 682,
  "finalClockPeriodUsage": 0.700,
  "reg2reg_depth": 5,
  "tns_ns": 0,
  "grt_pass1_vias": 968,
  "cts_hold_buf": 0,
  "finalMaxSlewViolations": 0,
  "place_inst": 221,
  "dpl.hpwl_um": 2390,
  "final_cell_mix": "35 x clkdlybuf4s50_1, 16 x a21oi_1, 16 x dfrtp_1",
  "outcome": "completed",
  "crit_type": "in -> reg",
  "clk_path_buf_depth": 2,
  "stdcell_count": 225,
  "ys_ff": 16,
  "irDropWorstVdd_v": 0.000152,
  "drc": 0,
  "cts_resized": 0,
  "seqCellArea_um2": 400,
  "die_h_um": 101,
  "rrSetupSlack_ns": 1.91,
  "grt_util_all_layers": 0.0611,
  "vias_per_cell": 4.46,
  "log.warning_count": 25,
  "io_buffers": 35,
  "postSynthAreaPerCell_um2": 8.58,
  "cts_inserted_buffers": 3,
  "hold_viol": 0,
  "clk_latency_ns": 0.25,
  "overflow": 0,
  "fp_util": 0.155,
  "syn_inst": 115,
  "clkSinkCount": 16,
  "layout_top_cell": "clkdlybuf4s50_1",
  "ys.flop_type": "dfrtp_1",
  "regMostFlops": "pc_o",
  "dpl_cell_area_mm2": 0.00141
}
worst max-delay path, delay by kind of cell:
kind / cells / cell delay, ns
buffers and inverters: 2 / 1.47
AND/OR/NAND/NOR: 2 / 0.54
AND-OR/OR-AND: 1 / 0.12
power groups by stage:
stage,clock network (mW),registers [mW],logic (mW)
finish,0.147,0.232,0.139
CTS,0.153,0.232,0.143
global route,0.158,0.238,0.157
through the flow:
step	utilization	hold WS (ns)	setup slack, ns
finish	0.231	0.550	1.17
global placement	0.222	0.541	1.07
floorplan	-	0.482	2.05
detailed placement	0.222	0.543	0.915
CTS	0.231	0.559	1.22
global route	0.231	0.567	0.986
metal layers:
metal  share of wire  track usage
met1            0.49       0.0913
met2            0.40       0.0845
met3            0.11       0.0249
met4          0.0026      0.00214
met5               0            0
cell type report:
cell class | instances | area share
Tap cell | 77 | 0.0658
Sequential cell | 16 | 0.273
Multi-Input combinational cell | 90 | 0.377
Timing Repair Buffer | 35 | 0.239
Inverter | 3 | 0.00769
Clock buffer | 4 | 0.0376
cells by family after synthesis:
logic type                 synth area share
adders and majority gates            0.0127
muxes                                0.0215
and+or+nand+nor                       0.256
DFF                                   0.406
AOI/OAI and AO/OA                     0.269
buffers and inverters                0.0355
final timing paths:
kind / from / to
setup / recovery: taken_branch_i / pc_o[11]
hold / removal: pc_o[6] / pc_o[6]
setup reg to reg: pc_o[0] / pc_o[10]
hold reg to reg: pc_o[6] / pc_o[6]
max in group asynchronous: rstn_i / pc_o[5]
min in group asynchronous: rstn_i / pc_o[15]
cells in the mapped netlist (2+ instances only):
cell type  number  area share
a21oi_1        16       0.081
dfrtp_1        16        0.41
o21ai_0        11       0.056
nand3_1        10       0.051
nand2_1         9       0.034
clkbuf_1        5       0.019
nor2_1          5       0.019
a22oi_1         4       0.030
nor3_1          4       0.020
clkinv_1        2      0.0076
nand4_1         2       0.013
nor4_1          2       0.013
o22ai_1         2       0.013
o311ai_0        2       0.018
o41ai_1         2       0.018
or3_1           2       0.013
or4_1           2       0.015
Power figures rest on the tool's default switching activity, not on a simulated workload.
